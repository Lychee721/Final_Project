==> /design/flow/design.v <==
module single_cycle_alu (
  input                    clk        ,
  input                    rst_n      ,
  input             [15:0] ID_instr   ,
  input      signed [31:0] matrixA_11 ,
  input      signed [31:0] matrixA_12 ,
  input      signed [31:0] matrixA_21 ,
  input      signed [31:0] matrixA_22 ,
  input      signed [31:0] matrixB_11 ,
  input      signed [31:0] matrixB_12 ,
  input      signed [31:0] matrixB_21 ,
  input      signed [31:0] matrixB_22 ,
  output reg signed [31:0] matrixp00  ,
  output reg signed [31:0] matrixp01  ,
  output reg signed [31:0] matrixp10  ,
  output reg signed [31:0] matrixp11  ,
  output reg signed [31:0] cycle_count
);
reg signed [31:0] maxpooling;
  parameter ALU_MATMUL = 16'd1,
    ALU_ADD    = 16'd2,
    ALU_MPOOL  = 16'd3,
    ALU_SUB  = 16'd4;
  always @(posedge clk) begin
    if(rst_n==1'b0)begin
      cycle_count <= 32'd0;
      matrixp00   <= 32'd0;
      matrixp01   <= 32'd0;
      matrixp10   <= 32'd0;
      matrixp11   <= 32'd0;
    end
    else
      case (ID_instr[15:0])
        ALU_MATMUL :
          begin
            matrixp00   <= matrixA_11*matrixB_11+matrixA_12*matrixB_21;
            matrixp01   <= matrixA_11*matrixB_12+matrixA_12*matrixB_22;
            matrixp10   <= matrixA_21*matrixB_11+matrixA_22*matrixB_21;
            matrixp11   <= matrixA_21*matrixB_12+matrixA_22*matrixB_22;
            cycle_count <= cycle_count+1'd1;
          end
        ALU_ADD :
          begin
            matrixp00 <= matrixA_11+matrixB_11;
            matrixp01 <= matrixA_12+matrixB_12;
            matrixp10 <= matrixA_21+matrixB_21;
            matrixp11 <= matrixA_22+matrixB_12;
          end
        ALU_MPOOL :
          begin
            if(((matrixA_11*matrixB_11+matrixA_12*matrixB_21)>=(matrixA_11*matrixB_12+matrixA_12*matrixB_22))&&
              ((matrixA_11*matrixB_11+matrixA_12*matrixB_21)>=(matrixA_21*matrixB_11+matrixA_22*matrixB_21))&&
              ((matrixA_11*matrixB_11+matrixA_12*matrixB_21)>=(matrixA_21*matrixB_12+matrixA_22*matrixB_22)))
            maxpooling <= matrixA_11*matrixB_11+matrixA_12*matrixB_21;
            else if(((matrixA_11*matrixB_12+matrixA_12*matrixB_22)>=(matrixA_11*matrixB_11+matrixA_12*matrixB_21))&&
              ((matrixA_11*matrixB_12+matrixA_12*matrixB_22)>=(matrixA_21*matrixB_11+matrixA_22*matrixB_21))&&
              ((matrixA_11*matrixB_12+matrixA_12*matrixB_22)>=(matrixA_21*matrixB_12+matrixA_22*matrixB_22)))
            maxpooling <= matrixA_11*matrixB_12+matrixA_12*matrixB_22;
            else if(((matrixA_21*matrixB_11+matrixA_22*matrixB_21)>=(matrixA_11*matrixB_11+matrixA_12*matrixB_21))&&
              ((matrixA_21*matrixB_11+matrixA_22*matrixB_21)>=(matrixA_11*matrixB_12+matrixA_12*matrixB_22))&&
              ((matrixA_21*matrixB_11+matrixA_22*matrixB_21)>=(matrixA_21*matrixB_12+matrixA_22*matrixB_22)))
            maxpooling <= matrixA_21*matrixB_11+matrixA_22*matrixB_21;
            else if(((matrixA_21*matrixB_12+matrixA_22*matrixB_22)>=(matrixA_11*matrixB_11+matrixA_12*matrixB_21))&&
              ((matrixA_21*matrixB_12+matrixA_22*matrixB_22)>=(matrixA_11*matrixB_12+matrixA_12*matrixB_22))&&
              ((matrixA_21*matrixB_12+matrixA_22*matrixB_22)>=(matrixA_21*matrixB_11+matrixA_22*matrixB_21)))
            maxpooling <= matrixA_21*matrixB_12+matrixA_22*matrixB_22;
            else
              maxpooling <= maxpooling;
          end
        ALU_SUB :
          begin
            matrixp00 <= matrixA_11-matrixB_11;
            matrixp01 <= matrixA_12-matrixB_12;
            matrixp10 <= matrixA_21-matrixB_21;
            matrixp11 <= matrixA_22-matrixB_22;
          end
        default : ;
      endcase
  end
endmodule
==> /design/flow/run.sh <==
#!/bin/bash
# OpenROAD 26Q1-2900-gdf79404cd8, Yosys 0.63+post, stock flow scripts
make -C /OpenROAD-flow-scripts/flow DESIGN_CONFIG=/design/flow/config.mk WORK_HOME=/design/flow/orfs finish
==> /design/flow/config.mk <==
export PLATFORM = sky130hd
export DESIGN_NAME = single_cycle_alu
export DESIGN_NICKNAME = single_cycle_alu
export VERILOG_FILES = /design/flow/design.v
export SDC_FILE = /design/flow/constraint.sdc
export NUM_CORES = 4
export LEC_CHECK = 1
export CORE_UTILIZATION = 30
export SYNTH_HDL_FRONTEND = slang
==> /design/flow/constraint.sdc <==
current_design single_cycle_alu

set clk_period 18.7
set clk_io_pct 0.2

create_clock -name clk0 -period $clk_period [get_ports {clk}]

set non_clock_inputs [all_inputs -no_clocks]
set_input_delay [expr $clk_period * $clk_io_pct] -clock clk0 $non_clock_inputs
set_output_delay [expr $clk_period * $clk_io_pct] -clock clk0 [all_outputs]
==> impl_metrics.json <==
{
  "status": "complete, no violations",
  "rsz0062_at_grt": "false",
  "rows": 255,
  "tightest_slew_ns": 1.22,
  "synthArstFlopShare_pct": 0,
  "cts_root_buffer": "clkbuf_16",
  "grt_overflow": 0,
  "logic_area_sq_um": 125000,
  "critPathTopFamily": "adder cells",
  "synth_cell_types": 77,
  "top_cells_by_count": "inv_1 (3820), fa_1 (3488), and2_1 (2465)",
  "synth_area_sq_um": 146000,
  "cts_tree": "done",
  "drtPass1Iterations": 6,
  "edf_count": 0,
  "reg2reg_setup_slack_ns": 15.85,
  "cts-htree-levels": 4,
  "max_stage_delay_ns": 0.94,
  "top_cell": "inv_1",
  "ant_nets": 0,
  "die_h_microns": 700,
  "crit_slowest_cell": "o41ai_1",
  "num_io_pins": 434,
  "finalClockPeriodUsage_pct": 68.6,
  "dieArea_sq_um": 490000,
  "cts.reportedPaths.clkPinSlew_ns": 0.06,
  "syn_inst": 16493,
  "totalWireLength_microns": 556000,
  "regArea_sq_um": 3200,
  "ys_chip_area_sq_um": 146000,
  "cts_setup_buffers": 0,
  "worstSetupStartpointType": "primary input",
  "die_width_microns": 700,
  "vias": 109853,
  "fmax_mhz": 78.0,
  "slew_violations": 0,
  "core_area_sq_um": 484000,
  "cts.sinks": 160,
  "syn_area_per_cell_sq_um": 8.86,
  "grtUsageTotal_pct": 24.3,
  "synth_area_leader_cell": "fa_1",
  "skew_ns": 0.0269,
  "hold_slack_ns": 0.463,
  "yosysSeqAreaShare_pct": 2.19,
  "worst-path-buf-inv": 8,
  "worstPathRequired_ns": 19.21,
  "setup.worst_path.class": "primary input to register",
  "drive_gt1_share_pct": 3.59,
  "place_hpwl_microns": 450000,
  "max-slew-margin-rel_pct": 18.5,
  "critical_path_arrival_ns": 13.34,
  "cp_max_fo": 21,
  "critPathMostFrequentCell": "fa_1",
  "setup_tns_ns": 0,
  "top_cells_by_area": "fa_1 (48%), ha_1 (11%), and2_1 (11%), inv_1 (9.8%), nand2_1 (5.1%)",
  "warning_count": 26,
  "fp-utilization_pct": 30.2,
  "ys_warn_count": 0,
  "setup_viol_count_final": 0,
  "grt_pass1_vias": 119177,
  "hold_viol": 0,
  "grt_max_degree": 92,
  "synth.top_cell.area_share_pct": 47.8,
  "period_needed_ns": 12.83,
  "maxCapViolCount": 0,
  "via_per_inst": 4.81,
  "drt_iter0_drc": 5515,
  "cts_resized": 0,
  "portBuffers": 433,
  "avgRoutedWirePerCell_microns": 24.3,
  "holdCritPathClass": "register to register",
  "clock_path_buffers": 3,
  "clk_latency_ns": 0.62,
  "gp_congestion": 1.01,
  "crit_path_end_kind": "register",
  "drc": 0,
  "ys.flops": 160,
  "ys_cells": 16493,
  "flop_cell": "dfxtp_1",
  "antenna_found_initial": 123,
  "grt_pass1_wl_microns": 817000,
  "num-fill-cells": 50071,
  "cts_buffers": 25,
  "cts_hold_buf": 0,
  "syn_to_final_growth_pct": 8.10
}
[worst paths after layout]
path | from | end | depth (start not counted)
worst min register to register | matrixp01[4]$_SDFFE_PN0P_ | matrixp01[4]$_SDFFE_PN0P_ | 2
worst min-delay path | matrixp01[4]$_SDFFE_PN0P_ | matrixp01[4]$_SDFFE_PN0P_ | 2
worst max register to register | cycle_count[5]$_SDFFE_PN0N_ | cycle_count[31]$_SDFFE_PN0N_ | 9
worst max-delay path | matrixA_21[16] | matrixp11[29]$_SDFFE_PN0P_ | 29
[flip-flops by register name (all words and copies together) (netlist names)]
name,cells
matrixp10,32
cycle_count,32
matrixp00,32
matrixp11,32
matrixp01,32
[cell usage in the layout, fill, tap and decap left out, drive strengths merged, types with 106 or more instances in the layout]
cell and count:
xnor2 583, inv 3822, nor2 250, fa 3488, and2 2465, xor2 252
o21ai 161, clkdlybuf4s50 300, buf 518, dfxtp 160, nand2 1988, a21o 106
a21oi 278, ha 1269
[final cells by class]
| type | instances | area share (%) |
|---|---|---|
| multi-input cells | 11541 | 79.1 |
| inverters | 3821 | 9.08 |
| well taps | 6425 | 5.09 |
| repair buffers | 818 | 4.17 |
| flip-flops and latches | 160 | 2.03 |
| clock buffers | 29 | 0.425 |
| diodes | 56 | 0.0887 |
| clock inverters | 3 | 0.0135 |
[per-stage QoR]
stage / instances / worst slack [ns] / util, % / instance area, sq um
final: 22853 / 5.87 / 32.7 / 158000
after detailed placement: 22765 / 5.41 / 32.5 / 157000
after floorplan: 16493 / 6.69 / - / 146000
after CTS: 22797 / 6.06 / 32.6 / 158000
after global placement: 22765 / 5.45 / 32.5 / 157000
after global routing: 22827 / 5.46 / 32.6 / 158000
[metal layers]
metal,wire [microns],track usage (%),up-vias,share of wire (%)
li1,-,-,47614,-
met1,198000,28.9,55741,36
met2,247000,36.1,5351,44
met3,79300,14.2,1071,14
met4,30500,10.1,76,5.5
met5,819,0.794,-,0.15
[kinds of logic (layout without fill, tap and decap cells)]
logic type / after synthesis / after routing / share of synthesized area [%]
AND/OR/NAND/NOR: 5031 / 5031 / 17.7
other: 0 / 56 / 0
adder cells (fa/ha/maj): 4757 / 4757 / 58.7
multiplexers: 10 / 10 / 0.0685
flip-flops: 160 / 160 / 2.19
buffers and inverters: 4792 / 4671 / 12.3
AND-OR/OR-AND: 908 / 908 / 4.05
XOR/XNOR: 835 / 835 / 5.00
[worst register-to-register path, cell delays in order, from the launching register on]
cell and delay [ns]:
dfxtp_1 0.40, and3_1 0.24, and4_1 0.56, and4_1 0.34, and4_1 0.28, and4_1 0.30, nand2_1 0.19, nor3_1 0.25
xnor2_1 0.14, nor2_1 0.05
