<file path="constraint.sdc">
current_design top

set clk_period 1.7
set clk_io_pct 0.2

create_clock -name clk0 -period $clk_period [get_ports {clk}]

set non_clock_inputs [all_inputs -no_clocks]
set_input_delay [expr $clk_period * $clk_io_pct] -clock clk0 $non_clock_inputs
set_output_delay [expr $clk_period * $clk_io_pct] -clock clk0 [all_outputs]
</file>
<file path="run.sh">
#!/bin/bash
# OpenROAD 26Q1-2900-gdf79404cd8, Yosys 0.63+post, stock flow scripts
make -C /OpenROAD-flow-scripts/flow DESIGN_CONFIG=/design/flow/config.mk WORK_HOME=/design/flow/orfs finish
</file>
<file path="config.mk">
export PLATFORM = sky130hd
export DESIGN_NAME = top
export DESIGN_NICKNAME = top
export VERILOG_FILES = /design/flow/design.v
export SDC_FILE = /design/flow/constraint.sdc
export NUM_CORES = 4
export LEC_CHECK = 1
export CORE_AREA = 10 10 75 75
export DIE_AREA = 0 0 85 85
export SYNTH_HDL_FRONTEND = slang
</file>
<file path="design.v">
module EX_Stage (
  input  wire               clk        ,
  input  wire               reset      ,
  input  reg         [31:0] ID_instr   ,
  input  reg                ID_valid   ,
  output reg         [31:0] address    ,
  output reg                data_valid ,
  output reg                single_done,
  input       signed [31:0] matrixA_11 ,
  input       signed [31:0] matrixA_12 ,
  input       signed [31:0] matrixA_21 ,
  input       signed [31:0] matrixA_22 ,
  input       signed [31:0] matrixB_11 ,
  input       signed [31:0] matrixB_12 ,
  input       signed [31:0] matrixB_21 ,
  input       signed [31:0] matrixB_22 ,
  output reg  signed [31:0] matrixp00  ,
  output reg  signed [31:0] matrixp01  ,
  output reg  signed [31:0] matrixp10  ,
  output reg  signed [31:0] matrixp11
);
  reg        [ 1:0] flow_cnt  ;
  reg signed [31:0] maxpooling;
  parameter ALU_MATMUL = 16'd1,
    ALU_ADD    = 16'd2,
    ALU_MPOOL  = 16'd3,
    ALU_SUB  = 16'd4;
  always @(posedge clk or posedge reset) begin
    if (reset) begin
      address     <= 32'd0;
      data_valid  <= 1'b0;
      single_done <= 1'd0;
      flow_cnt    <= 2'd0;
      single_done <= 1'd0;
      matrixp00   <= 32'd0;
      matrixp01   <= 32'd0;
      matrixp10   <= 32'd0;
      matrixp11   <= 32'd0;
    end else begin
      single_done <= 1'd0;
      case (flow_cnt)
        2'd0 : begin
          if(ID_valid==1'b1)begin
            data_valid <= ID_valid;
            address    <= ID_instr;
            flow_cnt   <= flow_cnt+1'd1;
          end
        end
        2'd1 : begin
          data_valid <= 1'd0;
          flow_cnt   <= flow_cnt+1'd1;
        end
        2'd2 : begin
          case (ID_instr[31:16])
            ALU_MATMUL :
              begin
                flow_cnt    <= 2'd0;
                single_done <= 1'd1;
                matrixp00   <= matrixA_11*matrixB_11+matrixA_12*matrixB_21;
                matrixp01   <= matrixA_11*matrixB_12+matrixA_12*matrixB_22;
                matrixp10   <= matrixA_21*matrixB_11+matrixA_22*matrixB_21;
                matrixp11   <= matrixA_21*matrixB_12+matrixA_22*matrixB_22;
              end
            ALU_ADD :
              begin
                flow_cnt    <= 2'd0;
                single_done <= 1'd1;
                matrixp00   <= matrixA_11+matrixB_11;
                matrixp01   <= matrixA_12+matrixB_12;
                matrixp10   <= matrixA_21+matrixB_21;
                matrixp11   <= matrixA_22+matrixB_12;
              end
            ALU_MPOOL :
              begin
                flow_cnt    <= 2'd0;
                single_done <= 1'd1;
                if(((matrixA_11*matrixB_11+matrixA_12*matrixB_21)>=(matrixA_11*matrixB_12+matrixA_12*matrixB_22))&&
                  ((matrixA_11*matrixB_11+matrixA_12*matrixB_21)>=(matrixA_21*matrixB_11+matrixA_22*matrixB_21))&&
                  ((matrixA_11*matrixB_11+matrixA_12*matrixB_21)>=(matrixA_21*matrixB_12+matrixA_22*matrixB_22)))
                maxpooling <= matrixA_11*matrixB_11+matrixA_12*matrixB_21;
                else if(((matrixA_11*matrixB_12+matrixA_12*matrixB_22)>=(matrixA_11*matrixB_11+matrixA_12*matrixB_21))&&
                  ((matrixA_11*matrixB_12+matrixA_12*matrixB_22)>=(matrixA_21*matrixB_11+matrixA_22*matrixB_21))&&
                  ((matrixA_11*matrixB_12+matrixA_12*matrixB_22)>=(matrixA_21*matrixB_12+matrixA_22*matrixB_22)))
                maxpooling <= matrixA_11*matrixB_12+matrixA_12*matrixB_22;
                else if(((matrixA_21*matrixB_11+matrixA_22*matrixB_21)>=(matrixA_11*matrixB_11+matrixA_12*matrixB_21))&&
                  ((matrixA_21*matrixB_11+matrixA_22*matrixB_21)>=(matrixA_11*matrixB_12+matrixA_12*matrixB_22))&&
                  ((matrixA_21*matrixB_11+matrixA_22*matrixB_21)>=(matrixA_21*matrixB_12+matrixA_22*matrixB_22)))
                maxpooling <= matrixA_21*matrixB_11+matrixA_22*matrixB_21;
                else if(((matrixA_21*matrixB_12+matrixA_22*matrixB_22)>=(matrixA_11*matrixB_11+matrixA_12*matrixB_21))&&
                  ((matrixA_21*matrixB_12+matrixA_22*matrixB_22)>=(matrixA_11*matrixB_12+matrixA_12*matrixB_22))&&
                  ((matrixA_21*matrixB_12+matrixA_22*matrixB_22)>=(matrixA_21*matrixB_11+matrixA_22*matrixB_21)))
                maxpooling <= matrixA_21*matrixB_12+matrixA_22*matrixB_22;
                else
                  maxpooling <= maxpooling;
              end
              ALU_SUB :
              begin
                flow_cnt    <= 2'd0;
                single_done <= 1'd1;
                matrixp00   <= matrixA_11-matrixB_11;
                matrixp01   <= matrixA_12-matrixB_12;
                matrixp10   <= matrixA_21-matrixB_21;
                matrixp11   <= matrixA_22-matrixB_22;
              end
            default : ;
          endcase
        end
        default : ;
      endcase
    end
  end
endmodule
module ID_Stage (
  input  wire        clk     ,
  input  wire        reset   ,
  input  reg  [31:0] IF_instr,
  input  reg   IF_valid,
  output reg  [31:0] ID_instr,
  output reg   ID_valid
);
  always @(posedge clk or posedge reset) begin
    if (reset) begin
        ID_instr<=32'd0;
        ID_valid<=0;
    end else  begin  
        ID_instr<={IF_instr[15:0],IF_instr[31:16]};
        ID_valid<=IF_valid;
    end
  end
endmodule
module IF_Stage (
  input  wire        clk        ,
  input  wire        reset      ,
  input  wire [31:0] cmd_address,
  input  wire        cmd_valid  ,
  output reg  [31:0] IF_address ,
  output reg  [31:0] IF_instr   ,
  output reg   IF_valid
);
  reg [31:0] source_instr[15:0];
  initial begin
    $readmemh("C:/Users/86182/Desktop/lab/lab12/instr.hex",source_instr);
  end
  always @(posedge clk or posedge reset) begin
    if (reset) begin
      IF_instr <= 32'd0;
    end else
      begin
      IF_instr   <= source_instr[cmd_address];
      IF_valid   <= cmd_valid;
      IF_address <= cmd_address;
    end 
    end
endmodule
module MEM_Stage (
  input  wire        clk       ,
  input  wire        reset     ,
  input       [31:0] address   ,
  input              data_valid,
  output reg signed [31:0] matrixA_11,
  output reg signed [31:0] matrixA_12,
  output reg signed [31:0] matrixA_21,
  output reg signed [31:0] matrixA_22,
  output reg signed [31:0] matrixB_11,
  output reg signed [31:0] matrixB_12,
  output reg signed [31:0] matrixB_21,
  output reg signed [31:0] matrixB_22
);
  reg  signed [31:0] source_data[63:0];
  initial
    begin
      $readmemh("C:/Users/86182/Desktop/lab/lab12/cnn_weights.hex",source_data);
    end
  always @(posedge clk or posedge reset) begin
    if (reset) begin
      matrixA_11<=32'd0;
      matrixA_12<=32'd0;
      matrixA_21<=32'd0;
      matrixA_22<=32'd0;
      matrixB_11<=32'd0;
      matrixB_12<=32'd0;
      matrixB_21<=32'd0;
      matrixB_22<=32'd0;
    end
    else if(data_valid)
      case (address[2:0])
        3'b000 : begin
          matrixA_11 <= source_data[0];
          matrixA_12 <= source_data[1];
          matrixA_21 <= source_data[2];
          matrixA_22 <= source_data[3];
          matrixB_11 <= source_data[4];
          matrixB_12 <= source_data[5];
          matrixB_21 <= source_data[6];
          matrixB_22 <= source_data[7];
        end
        3'b001 : begin
          matrixA_11 <= source_data[8];
          matrixA_12 <= source_data[9];
          matrixA_21 <= source_data[10];
          matrixA_22 <= source_data[11];
          matrixB_11 <= source_data[12];
          matrixB_12 <= source_data[13];
          matrixB_21 <= source_data[14];
          matrixB_22 <= source_data[15];
        end
        3'b010 : begin
          matrixA_11 <= source_data[16];
          matrixA_12 <= source_data[17];
          matrixA_21 <= source_data[18];
          matrixA_22 <= source_data[19];
          matrixB_11 <= source_data[20];
          matrixB_12 <= source_data[21];
          matrixB_21 <= source_data[22];
          matrixB_22 <= source_data[23];
        end
        3'b011 : begin
          matrixA_11 <= source_data[24];
          matrixA_12 <= source_data[25];
          matrixA_21 <= source_data[26];
          matrixA_22 <= source_data[27];
          matrixB_11 <= source_data[28];
          matrixB_12 <= source_data[29];
          matrixB_21 <= source_data[30];
          matrixB_22 <= source_data[31];
        end
        3'b100 : begin
          matrixA_11 <= source_data[32];
          matrixA_12 <= source_data[33];
          matrixA_21 <= source_data[34];
          matrixA_22 <= source_data[35];
          matrixB_11 <= source_data[36];
          matrixB_12 <= source_data[37];
          matrixB_21 <= source_data[38];
          matrixB_22 <= source_data[39];
        end
        3'b101 : begin
          matrixA_11 <= source_data[40];
          matrixA_12 <= source_data[41];
          matrixA_21 <= source_data[42];
          matrixA_22 <= source_data[43];
          matrixB_11 <= source_data[44];
          matrixB_12 <= source_data[45];
          matrixB_21 <= source_data[46];
          matrixB_22 <= source_data[47];
        end
        3'b110 : begin
          matrixA_11 <= source_data[48];
          matrixA_12 <= source_data[49];
          matrixA_21 <= source_data[50];
          matrixA_22 <= source_data[51];
          matrixB_11 <= source_data[52];
          matrixB_12 <= source_data[53];
          matrixB_21 <= source_data[54];
          matrixB_22 <= source_data[55];
        end
        3'b111 : begin
          matrixA_11 <= source_data[56];
          matrixA_12 <= source_data[57];
          matrixA_21 <= source_data[58];
          matrixA_22 <= source_data[59];
          matrixB_11 <= source_data[60];
          matrixB_12 <= source_data[61];
          matrixB_21 <= source_data[62];
          matrixB_22 <= source_data[63];
        end
        default : ;
      endcase
  end
endmodule
module WB_Stage (
  input  wire         clk        ,
  input  wire         reset      ,
  input       [ 31:0] matrixp00  ,
  input       [ 31:0] matrixp01  ,
  input       [ 31:0] matrixp10  ,
  input       [ 31:0] matrixp11  ,
  input               single_done,
  output reg  [135:0] reg_file
);
  reg [7:0] cycle_cnt ;
  reg       write_done;
  always @(posedge clk or posedge reset) begin
    if (reset) begin
      reg_file <= 136'd0;
    end
    else begin
      reg_file   <= {cycle_cnt,matrixp00,matrixp01,matrixp10,matrixp11};
      write_done <= single_done;
    end
  end
  always @(posedge clk or posedge reset) begin
    if (reset) begin
      cycle_cnt <= 8'd0;
    end
    else if(write_done == 1'd1)
      cycle_cnt <= 8'd0;
    else
      cycle_cnt <= cycle_cnt+1'd1;
  end
endmodule
module top (
  input  wire         clk        ,
  input  wire         reset      ,
  input  wire [ 31:0] cmd_address,
  input  wire         cmd_valid  ,
  output      [135:0] reg_file   ,
  output  reg            done
);
  wire [31:0] matrixA_11;
  wire [31:0] matrixA_12;
  wire [31:0] matrixA_21;
  wire [31:0] matrixA_22;
  wire [31:0] matrixB_11;
  wire [31:0] matrixB_12;
  wire [31:0] matrixB_21;
  wire [31:0] matrixB_22;
  wire [31:0] matrixp00 ;
  wire [31:0] matrixp01 ;
  wire [31:0] matrixp10 ;
  wire [31:0] matrixp11 ;
  wire [31:0] IF_address;
  wire [31:0] IF_instr  ;
  wire  IF_valid  ;
  wire [31:0] ID_instr   ;
  wire        ID_valid   ;
  wire        single_done;
  wire [31:0] address    ;
  wire data_valid;
  IF_Stage IF (
    .clk        (clk        ),
    .reset      (reset      ),
    .cmd_address(cmd_address),
    .cmd_valid  (cmd_valid  ),
    .IF_address (IF_address ),
    .IF_instr   (IF_instr   ),
    .IF_valid   (IF_valid   )
  );
  ID_Stage ID_Stage_inst (
    .clk     (clk     ),
    .reset   (reset   ),
    .IF_instr(IF_instr),
    .IF_valid(IF_valid),
    .ID_instr(ID_instr),
    .ID_valid(ID_valid)
  );
  EX_Stage EX_Stage_inst (
    .clk        (clk        ),
    .reset      (reset      ),
    .ID_instr   (ID_instr   ),
    .ID_valid   (ID_valid   ),
    .address    (address    ),
    .data_valid (data_valid ),
    .single_done(single_done),
    .matrixA_11 (matrixA_11 ),
    .matrixA_12 (matrixA_12 ),
    .matrixA_21 (matrixA_21 ),
    .matrixA_22 (matrixA_22 ),
    .matrixB_11 (matrixB_11 ),
    .matrixB_12 (matrixB_12 ),
    .matrixB_21 (matrixB_21 ),
    .matrixB_22 (matrixB_22 ),
    .matrixp00  (matrixp00  ),
    .matrixp01  (matrixp01  ),
    .matrixp10  (matrixp10  ),
    .matrixp11  (matrixp11  )
  );
  MEM_Stage MEM_Stage_inst (
    .clk       (clk       ),
    .reset     (reset     ),
    .address   (address   ),
    .data_valid(data_valid),
    .matrixA_11(matrixA_11),
    .matrixA_12(matrixA_12),
    .matrixA_21(matrixA_21),
    .matrixA_22(matrixA_22),
    .matrixB_11(matrixB_11),
    .matrixB_12(matrixB_12),
    .matrixB_21(matrixB_21),
    .matrixB_22(matrixB_22)
  );
  WB_Stage WB_Stage_inst (
    .clk       (clk       ),
    .reset     (reset     ),
    .matrixp00  (matrixp00  ),
    .matrixp01  (matrixp01  ),
    .matrixp10  (matrixp10  ),
    .matrixp11  (matrixp11  ),
    .single_done(single_done),
    .reg_file   (reg_file   )
  );
  always @(posedge clk or posedge reset) begin
    if (reset) begin
      done <= 1'd0;
    end else
      begin
        done <= single_done;
    end 
    end
endmodule
</file>
==> flow_summary.toml <==
# generated from flow reports
[synth]
ys_ff = 16
area_leaders = "buf_4, dfrtp_1, xnor2_1, nand3_1, ha_1"
yosysMostFrequentCell = "buf_4"
netlist_area_sq_mm = 0.00149
edf_count = 0
yosysWarnings = 0
ys.flop_type = "dfrtp_1"
synth_chip_area_sq_mm = 0.00149
synth.distinct_cells = 10
synth_top_area_share_pct = 65.1
postSynthSeqShare_pct = 26.9
yosysTopAreaCell = "buf_4"
synthCells = 162
netlist_top_cells_count = "buf_4, dfrtp_1, nand3_1, xnor2_1, inv_1"
synthArstFlopShare_pct = 100
avgSynthCellArea_sq_um = 9.18
ys_cells = 162

[worst_setup_path]
path_delay_family = "buffers and inverters"
cp_max_fo = 1
criticalPathCategory = "register to output port"
rr_endpoint = "WB_Stage_inst.cycle_cnt[4]$_DFF_PP0_"
r2r_slack_ps = 690
endpoint_kind = "output port"
reg2reg_depth = 3
slowest_delay_ps = 470
cp-endpoint = "reg_file[128]"
crit_slowest_cell = "clkdlybuf4s50_1"
crit_start = "WB_Stage_inst.reg_file[128]$_DFF_PP0_"
cp.depth = 1
r2r_start = "WB_Stage_inst.cycle_cnt[0]$_DFF_PP0_"
arrival_ps = 1030
critical_path_required_ps = 1360
cp-start-kind = "register"
critPathBufInv = 1
crit_chain = "clkdlybuf4s50_1"

[detailed_routing]
wirelength_um = 2380
vias_per_cell = 2.69
route.detailed.drc = 0
post_drt_wl_per_cell_um = 10.6
antenna_left = 0
drt_pass1_iterations = 4
diodes = 0
drt_iter0_markers = 2
vias = 602

[grt]
met3_usage_pct = 2.79
grt_usage_pct = 5.27
met2_usage_pct = 9.54
antenna_found_initial = 0
overflow = 0
grt_pass1_vias = 746
gr-usage-met1_pct = 5.25
grt_max_degree = 17
grt-busiest-layer = "met2"
grt_pass1_wl_um = 3370

[clocking]
htreeDepth = 1
cts_made_buffers = 3
clkLatencyLatePin_ps = 240
clk_pin_slew_worst_paths_ps = 60
cts_buffer_depth = 2
cts-resized-gates = 0
cts.sinks = 16
postCtsSetupRepairBufs = 0
hold_buffers = 0
cts_tree = "yes"
root_buffer = "clkbuf_8"

[floorplanning]
dieHeight_um = 85
fp_util_pct = 36.7
chipArea_sq_mm = 0.00723
rows = 23
ios = 172
core-area_sq_mm = 0.00406
die_x_um = 85

[placed_design]
gp_congestion = 0.713
io_buffers = 9
dpl_cell_area_sq_mm = 0.00115
hpwlAfterDp_um = 2180
dpl_worst_slack_ps = 552

[timing]
slew_viol_final = 0
final_hold_viol_count = 0
fin_skew_ps = 1.15
slew_headroom_pct = 62.5
post-route-min-period_ps = 1370
setup_tns_ps = 0
clock.fmax_mhz = 730
setup_viol = 0
finalClockPeriodUsage_pct = 80.5
tightestPinTransition_ps = 562
worst_slack_ps = 331
rsz0062_at_grt = "no"

[layout]
area_growth_pct = -18.8
drive_above_1_share_pct = 2.87
final_area_sq_mm = 0.00121
post-route-util_pct = 29.8

[pwr]
p_leak_nw = 0.724
power.density_mw_per_mm2 = 603
ir_drop_mv = 0.227

[job]
openroad.warnings = 58
max-cap-violations = 0

[hold_path]
hp-class = "register to register"

[status]
status = "completed"
==> layout make-up <==
class | instances | area [sq um]
clock buffers | 4 | 55.1
fillers | 428 | 2850
inverters | 2 | 7.51
multi-input cells | 143 | 592
flip-flops and latches | 16 | 400
well taps | 50 | 62.6
repair buffers | 9 | 90.1
==> report_power, final <==
part	leakage (nW)	switching [W]	internal, W
Clock	0.0288	0.000113	0.000205
Sequential	0.190	0	0.000381
Combinational	0.505	0.0000270	0.00000214
==> per-layer routing <==
metal	vias to the layer above	part of all wire (%)
met5	-	0
met4	0	0.042
met3	2	13
met2	74	50
met1	263	37
li1	263	-
==> cells in the final DEF (no fill, tap or decap) <==
cell	netlist	final
and3_1	1	1
clkbuf_8	0	4
xnor2_1	5	5
inv_1	2	2
ha_1	1	1
xor2_1	1	1
dfrtp_1	16	16
nand3_1	5	5
clkdlybuf4s50_1	0	9
and3_4	1	1
conb_1	1	129
==> registers in the layout, summed over array words and instances, names as in the netlist <==
register,count
WB_Stage_inst.cycle_cnt,8
WB_Stage_inst.reg_file,8
==> cell families (layout without fill, tap and decap cells) <==
group         Yosys count  after routing  share of synthesized area (%)
buf+inv               131             15                           65.6
flops                  16             16                           26.9
fa+ha+maj               1              1                          0.841
other cells             1            129                          0.252
xor+xnor                6              6                           3.53
simple gates            7              7                           2.86
==> metrics by stage <==
stage / std cells / total power (W) / hold WS, ps
finish: 224 / 0.000728 / 399
global route: 224 / 0.000777 / 420
CTS: 224 / 0.000745 / 402
detailed placement: 220 / 0.000425 / 388
global placement: 220 / 0.000426 / 385
floorplan: 290 / 0.000604 / 254
==> worst min path at each step <==
stage | from | end | slack [ps] | cells past startpoint
4_1_cts | WB_Stage_inst.cycle_cnt[7]$_DFF_PP0_ | WB_Stage_inst.reg_file[135]$_DFF_PP0_ | 400 | 0
6_report | WB_Stage_inst.cycle_cnt[7]$_DFF_PP0_ | WB_Stage_inst.reg_file[135]$_DFF_PP0_ | 400 | 0
5_1_grt | WB_Stage_inst.cycle_cnt[7]$_DFF_PP0_ | WB_Stage_inst.reg_file[135]$_DFF_PP0_ | 420 | 0
Power is estimated from default activity; no workload was simulated.
